<file path="./design.v">
module add16 (
    input [15:0] a,
    input [15:0] b,
    output [15:0] sum,
    output cout
);
    wire [15:0] c;
    full_add add0(a[0],b[0],0,sum[0],c[0]);
    generate 
        genvar i;
        for(i=1;i<16;i=i+1)
        begin:label
            full_add add1(a[i],b[i],c[i-1],sum[i],c[i]); 
        end
    endgenerate
    assign cout=c[15];
endmodule
module full_add ( 
    input a, b, cin,   
    output sum, cout 
);
    wire p;
    assign p=a^b;
    assign sum=p^cin;
    assign cout=(a&b)|(p&cin);
endmodule
</file>
<file path="./run.sh">
#!/bin/bash
# OpenROAD 26Q1-2900-gdf79404cd8, Yosys 0.63+post, stock flow scripts
make -C /OpenROAD-flow-scripts/flow DESIGN_CONFIG=/design/flow/config.mk WORK_HOME=/design/flow/orfs finish
</file>
<file path="./config.mk">
export PLATFORM = sky130hd
export DESIGN_NAME = add16
export DESIGN_NICKNAME = add16
export VERILOG_FILES = /design/flow/design.v
export SDC_FILE = /design/flow/constraint.sdc
export NUM_CORES = 4
export LEC_CHECK = 1
export CORE_AREA = 10 10 76 76
export DIE_AREA = 0 0 86 86
</file>
<file path="./constraint.sdc">
current_design add16

set clk_period 14.2
set clk_io_pct 0.2

create_clock -name clk0 -period $clk_period

set non_clock_inputs [all_inputs -no_clocks]
set_input_delay [expr $clk_period * $clk_io_pct] -clock clk0 $non_clock_inputs
set_output_delay [expr $clk_period * $clk_io_pct] -clock clk0 [all_outputs]
</file>
==> run summary <==
Entry: Yosys synthesis followed by OpenROAD place and route.

Route:
- The run gives the number of vias per cell after detailed routing as 3.05.
- The run puts the number of remaining DRC errors at 0.
- The run puts the routed length per instance at 12.5 um.
- Per the post-route antenna check, the number of violating nets is 0.
- For this run, the detailed router's first-pass iteration total came to 1.
- The run puts the overall via count from detail_route at 366.
- The run gives the antenna diode count as 0.
- The run gives the total length of routed wires as 1.50 mm.
- The run gives the starting DRC count in detailed routing as 0.

Layout:
- The run puts the footprint of the flip-flops and latches at 0 sq um.
- Counting the clock-network buffers in the layout gives 0.
- The area growth from synthesis to layout is 95.8%.
- Sequential cells placed in the final layout were counted as 0.
- The finished cells cover 885 sq um.
- Per the layout report, the design carries 423 filler cells.
- The run puts the final core area utilization at 21.5%.
- Of the cells placed in the final design, the portion with a size suffix greater than 1 is 0%.

Flow run:
- The logs give a warning total of 32.
- The run puts the count of max-cap constraint violations at 0.

Floorplanning:
- The floorplan step set the die width to 86 um.
- The run puts the standard cell core area at 4120 sq um.
- The run puts the number of I/O pins at 49.
- The floorplan step records an initial core utilization of 11.0%.
- The run gives the total die size as 7400 sq um.
- The run puts the row count at 23.
- The die is 86 um tall.

Setup path:
- The run gives the type of element launching the critical path as a primary input.
- Looking at the critical path, the highest net fanout was 1.
- The run gives the required time at the worst-slack endpoint as 11.36 ns.
- The run gives the worst path arrival time as 9.88 ns.
- The run gives the cell repeated most along the worst path as fa_1.
- STA classifies the critical path endpoint as a primary output.
- Among cell families on the critical path, the largest total delay comes from adder cells.
- The run gives the highest cell delay on the worst timing path as 0.47 ns.
- In the setup report, the worst path falls into the class in -> out.
- The slowest stage of the critical path belongs to the cell clkdlybuf4s50_1.
- Together, buffers and inverters on the worst path number 4.
- In this run the critical path is formed by clkdlybuf4s50_1 > ha_1 > fa_1 > fa_1 > fa_1 > fa_1 > fa_1 > fa_1 > fa_1 > fa_1 > fa_1 > fa_1 > fa_1 > fa_1 > fa_1 > fa_1 > inv_1 > fa_1 > inv_1 > clkdlybuf4s50_1.

GRT:
- The run gives the routing layer with the top usage in global route as met1.
- The run puts the total routing usage reported by global routing at 3.92%.
- The run gives the largest net degree at the start of global routing as 2.
- The run gives the remaining global-route overflow as 0.
- The run puts the met2 global-route usage at 4.73%.
- met1 track demand over resource after global routing is 4.92%.
- For met3 alone, demand over resource in global routing was 4.19%.
- The run gives the number of global-route vias before repair as 444.
- The run puts the first-pass GRT wire length at 2.33 mm.
- The run puts the number of antenna violations at the first check in global routing at 0.

Clocking:
- The run puts the number of buffers inserted to repair setup after CTS at 0.
- After clock tree synthesis, the repair step resized 0 gates.
- The run gives the hold buffer count at CTS as 0.

Synth:
- The run puts the part of the Yosys area used for sequential elements at 0%.
- The run gives the post-synthesis chip area from yosys as 452 sq um.
- Yosys mapped the design onto 4 distinct sky130hd cell types.
- The synthesis report lists the Yosys warning total as 1.
- The synthesized netlist occupies a cell area of 452 sq um.
- In the Yosys report the total cell count is 37.
- In this run the mean area of a mapped cell was 12.2 sq um.
- In the synthesized netlist, the number of instances is 37.

Final timing:
- The run gives the post-route fraction of the period consumed by the critical path as 89.5%.
- The run gives the total setup violations reported at the end of the flow as 0.
- The run gives the transition time at the pin with the least slew margin as 0.116 ns.
- The run puts the total count of max-transition violations in the final report at 0.
- The run puts the total negative setup slack at 0 ns.
- Endpoints failing hold in the final report were tallied at 0.
- The run puts the minimum clock period after layout at 12.72 ns.
- The worst pin sits at a relative slew slack of 92.2%.
- Setup repair after global routing left no endpoint under its margin.
- Static timing analysis puts the maximum clock frequency at 78.6 MHz.

Pwr:
- Summed over all cells, the static leakage comes to 0.000337 uW.
- The run gives the maximum vdd ir drop as 0.0164 mV.
- The run gives the power density relative to cell area as 41.0 nW/um^2.

Placed design:
- The run puts the HPWL reported at the end of detailed placement at 1.49 mm.
- The run puts the routability congestion estimate at 0.875.
- The run puts the number of port buffers at 49.
- Summing all placed instances gives a cell area of 885 sq um.

Min path:
- The path class of the tightest hold or removal check is in -> out.

Status:
- The flow ran to the end, and the final reports show no timing, DRC or antenna violations.
-- final cells by class --
class	count	area [sq um]	share of cell area (%)
Timing Repair Buffer	49	490	55.4
Multi-Input combinational cell	16	313	35.4
Tap cell	50	62.6	7.07
Inverter	5	18.8	2.12
-- placed cells by master (no fill, tap or decap) --
cell / netlist / layout
ha_1: 1 / 1
clkdlybuf4s50_1: 0 / 49
inv_1: 5 / 5
fa_1: 15 / 15
-- final timing paths --
path / startpoint / cells after the start / endpoint / slack (ns)
setup / recovery: a[0] / 20 / sum[15] / 1.48
hold / removal: b[0] / 3 / sum[0] / 6.70
-- synthesized netlist by cell type (all sizes together) --
master	count	area (sq um)
buf	16	120
inv	5	18.8
fa	15	300
ha	1	12.5
-- power breakdown --
part / total [uW] / internal (uW) / switching [uW]
combinational: 36.3 / 27.0 / 9.32
sequential: 0 / 0 / 0
clock: 0 / 0 / 0
-- kinds of logic after synthesis --
kind of cell             synth area share, %
adder cells (fa/ha/maj)                 69.3
buffers and inverters                   30.7
-- metal layers --
layer / routed length [um] / share of wire (%)
met1: 604 / 40
met2: 488 / 32
met3: 409 / 27
met4: 0 / 0
met5: 0 / 0
-- per-stage QoR --
stage | total power, uW | instances | hold WS (ns) | setup WS, ns
2_1_floorplan | 17.4 | 37 | 5.85 | 2.46
3_3_place_gp | 37.0 | 120 | 6.71 | 1.49
3_5_place_dp | 37.3 | 120 | 6.72 | 1.44
4_1_cts | 37.4 | 120 | 6.71 | 1.42
5_1_grt | 41.1 | 120 | 6.74 | 1.27
6_report | 36.3 | 120 | 6.70 | 1.48
No activity file was given, so power comes from the tool's default toggle rates.
