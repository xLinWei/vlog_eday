## design/flow/config.mk

```make
export PLATFORM = sky130hd
export DESIGN_NAME = sync_fifo
export DESIGN_NICKNAME = sync_fifo
export VERILOG_FILES = /design/flow/design.v
export SDC_FILE = /design/flow/constraint.sdc
export NUM_CORES = 4
export LEC_CHECK = 1
export CORE_UTILIZATION = 50
```

## design/flow/constraint.sdc

```tcl
current_design sync_fifo

set clk_period 3.6
set clk_io_pct 0.2

create_clock -name clk0 -period $clk_period [get_ports {clk}]

set non_clock_inputs [all_inputs -no_clocks]
set_input_delay [expr $clk_period * $clk_io_pct] -clock clk0 $non_clock_inputs
set_output_delay [expr $clk_period * $clk_io_pct] -clock clk0 [all_outputs]
```

## design/flow/design.v

```verilog
module sync_fifo#(
    parameter FIFO_DEATH=16,
    parameter FIFO_WIDTH=8
)(
    input clk,rst_n,
    input wr_en,
    input [FIFO_WIDTH-1:0] data_in,
    output full,
    input rd_en,
    output reg [FIFO_WIDTH-1:0] data_out,
    output empty
);
localparam ADDR_WIDTH=$clog2(FIFO_DEATH);
reg [FIFO_WIDTH-1:0] RAM [FIFO_DEATH-1:0];
reg [ADDR_WIDTH:0] fifo_cnt; 
always@(posedge clk or negedge rst_n)begin
    if(!rst_n)
        fifo_cnt<=0;
    else begin
        if(wr_en && !rd_en && (fifo_cnt!=FIFO_DEATH))
            fifo_cnt<=fifo_cnt+1;
        else if(!wr_en && rd_en && (fifo_cnt!=0))
            fifo_cnt<=fifo_cnt-1;
        else
            fifo_cnt<=fifo_cnt;
    end
end
reg [ADDR_WIDTH-1:0] wr_addr;
always@(posedge clk or negedge rst_n)begin
    if(!rst_n)
        wr_addr<=0;
    else begin
        if(wr_en && (fifo_cnt!=FIFO_DEATH))begin
            RAM[wr_addr]<=data_in;
            wr_addr<=wr_addr+1;
        end 
        else
            wr_addr<=wr_addr;
    end
end
reg [ADDR_WIDTH-1:0] rd_addr;
always@(posedge clk or negedge rst_n)begin
    if(!rst_n)
        rd_addr<=0;
    else begin
        if(rd_en && (fifo_cnt!=0))begin
            data_out<=RAM[rd_addr];
            rd_addr<=rd_addr+1;
        end
    end
end
assign full=(fifo_cnt==FIFO_DEATH) ? 1'b1 : 1'b0;
assign empty=(fifo_cnt==0) ? 1'b1 : 1'b0;
endmodule
```

## design/flow/run.sh

```bash
#!/bin/bash
# OpenROAD 26Q1-2900-gdf79404cd8, Yosys 0.63+post, stock flow scripts
make -C /OpenROAD-flow-scripts/flow DESIGN_CONFIG=/design/flow/config.mk WORK_HOME=/design/flow/orfs finish
```

==> flow_metrics.tcl <==
# metrics dict for downstream scripts
set metrics [dict create \
    warning_count 31 \
    htreeDepth 4 \
    end_kind "output pin" \
    yosys-stat-cells 390 \
    boundaryPins 22 \
    gr-usage-all-layers 0.251 \
    antenna_cells 0 \
    ys_ff 149 \
    tritoncts "done" \
    finalMaxSlewViolations 0 \
    port_buffers 21 \
    worst_slew_pin_slew_ns 0.822 \
    ctsHoldBuffers 0 \
    async_flop_share 0.0872 \
    cts.sinks 149 \
    power_density_nw_per_um2 812 \
    root_buffer "clkbuf_16" \
    critical_path_class "register to output pin" \
    ys_seq_frac 0.727 \
    gp_congestion 0.823 \
    worstSetupStartpointType "register" \
    layout-drive-gt1-share 0.152 \
    clock_latency_ns 0.41 \
    dr_total_vias 3603 \
    grt_pass1_wl_mm 21.2 \
    rsz0062_at_grt "false" \
    fin_skew_ns 0.00820 \
    chipArea_um2 12600 \
    grt_max_degree 40 \
    syn_avg_cell_area_um2 15.5 \
    ys_top_cells_by_count "edfxtp_1, nand2_1, nor2_1" \
    flop_cell "edfxtp_1" \
    drt_iter0_drc 295 \
    globalRoute.totalOverflow 0 \
    drv_cap 0 \
    timing.final.crit_share 0.782 \
    hold_violations 0 \
    dieWidth_um 112 \
    postCtsSetupRepairBufs 0 \
    clk_pin_slew_ns 0.06 \
    maxSlewHeadroom 0.452 \
    initCoreUtil 0.522 \
    required_ns 2.88 \
    arrival_ns 2.09 \
    syn-instance-count 390 \
    setup_viol 0 \
    antenna_found_initial 0 \
    yosysWarnings 2 \
    synth_top_area_share 0.674 \
    grt_pass1_vias 3710 \
    crit_path_max_fanout 5 \
    top_cell "edfxtp_1" \
    ys_types 53 \
    rows 39 \
    final_antenna_net_count 0 \
    max_freq_mhz 355 \
    yosysTopAreaCell "edfxtp_1" \
    synthTopCellsByArea "edfxtp_1, dfrtp_1, ha_1" \
    syn_area_um2 6060 \
    yosys-stat-area_um2 6060 \
    wl_per_cell_um 22.7 \
    dr.pass1.iters 16 \
    setup-tns-final_ns 0 \
    hp-class "register to register" \
    synthToLayoutAreaGrowth_pct 18.5 \
    period_needed_ns 2.81 \
    edf_count 136 \
    cts_resized 0 \
    outcome "finished clean" \
    p_leak_nw 2.47 \
    drc 0 \
    die_h_um 112 \
    vias_per_cell 6.11 \
    p_total_mw 5.83 \
    dpl.hpwl_mm 8.28 \
    wirelength_mm 13.4 \
    hold_slack_ns 0.554 \
    numCtsBuffers 17 \
    core_um2 11600 \
    ir_drop_mv 0.403 \
    clockBufferDepth 2 \
]
==> path summary, 6_finish.rpt <==
check	slack, ns	cells after the start	endpoint	start
setup / recovery	0.79	3	full	fifo_cnt[1]
min in group asynchronous	0.63	2	wr_addr[1]	rst_n
setup reg to reg	0.98	6	data_out[7]	rd_addr[0]
hold / removal	0.55	2	data_out[4]	RAM[0][4]
hold reg to reg	0.55	2	data_out[4]	RAM[0][4]
max in group asynchronous	2.77	2	rd_addr[3]	rst_n
==> registers in the layout, indices dropped and copies added (netlist names) <==
signal    flops
data_out      8
RAM         128
rd_addr       4
wr_addr       4
fifo_cnt      5
==> cell families after synthesis <==
family / synth area share
AND-OR/OR-AND: 0.106
multiplexers: 0.0355
AND/OR/NAND/NOR: 0.0700
flip-flops: 0.727
buffers and inverters: 0.0223
adder cells (fa/ha/maj): 0.0260
XOR/XNOR: 0.0130
==> placed cells by master (no fill, tap or decap), drive strengths merged, types with 5 or more instances in the layout <==
cell           count
edfxtp           136
buf               27
nand2             25
nor2              23
clkbuf            23
clkdlybuf4s50     21
nand3             15
dfrtp             13
a222oi            12
a21oi             12
ha                11
a22oi             10
o21ai             10
a22o               8
mux2i              8
inv                7
xnor2              7
mux2               7
a221oi             6
a31oi              5
nor3               5
==> per-stage QoR <==
step                      cell area, µm²   util  worst slack (ns)  std cells
final                               7180  0.618             0.785        590
after global routing                7180  0.618             0.666        590
after CTS                           7180  0.618             0.757        590
after detailed placement            6540  0.563             0.514        558
after global placement              6540  0.563             0.665        558
after floorplan                     6060      -              1.10        390
==> power breakdown <==
| group | total (mW) | leakage [nW] | internal (mW) | switching (mW) |
|---|---|---|---|---|
| sequential | 2.26 | 1.38 | 2.11 | 0.147 |
| combinational | 1.71 | 0.773 | 0.725 | 0.987 |
| clock | 1.86 | 0.313 | 1.23 | 0.632 |
==> worst max-delay path, cell delays in order (launching register included) <==
cell	delay [ns]
dfrtp_1	0.44
or4_1	0.63
nor2_1	0.13
clkdlybuf4s50_1	0.47
==> layout make-up <==
type	count	area [µm²]
Clock buffer	23	488
Clock inverter	9	148
Fill cell	845	4430
Inverter	7	26.3
Multi-Input combinational cell	211	1520
Sequential cell	149	4410
Tap cell	143	179
Timing Repair Buffer	48	413
==> routing by layer <==
metal	global-route usage	vias to the layer above	wire (µm)
met5	0	-	0
met3	0.146	21	1800
li1	-	1633	-
met2	0.360	217	6040
met1	0.381	1732	5260
met4	0.0320	0	280
Power and IR drop assume default switching activity.
