==> ./design.v <==
module bcd_adder #(parameter N=100)( 
    input [4*N-1:0] a, b,
    input cin,
    output cout,
    output [4*N-1:0] sum );
    genvar i;
    wire [N-1:0] c;
    generate 
        for(i=0;i<N;i=i+1)begin:bcd
            if(i==0)
            	bcd_fadd fadd0(a[4*i+:4],b[4*i+:4],cin,c[i],sum[4*i+:4]);
            else
                bcd_fadd fadd(a[4*i+:4],b[4*i+:4],c[i-1],c[i],sum[4*i+:4]);
        end
    endgenerate
    assign cout=c[N-1];
endmodule
module bcd_fadd(
    input [3:0] a,b,
    input cin,
    output reg cout,
    output reg [3:0] sum
);
    reg [4:0] temp;
    always@(*)begin
        temp=a+b+cin;
        if(temp>9)
            {cout,sum}=temp+6;
        else
            {cout,sum}=temp;
    end
endmodule
==> ./run.sh <==
#!/bin/bash
# OpenROAD 26Q1-2900-gdf79404cd8, Yosys 0.63+post, stock flow scripts
make -C /OpenROAD-flow-scripts/flow DESIGN_CONFIG=/design/flow/config.mk WORK_HOME=/design/flow/orfs finish
==> ./config.mk <==
export PLATFORM = sky130hd
export DESIGN_NAME = bcd_adder
export DESIGN_NICKNAME = bcd_adder
export VERILOG_FILES = /design/flow/design.v
export SDC_FILE = /design/flow/constraint.sdc
export NUM_CORES = 4
export LEC_CHECK = 1
export CORE_AREA = 10 10 461 461
export DIE_AREA = 0 0 471 471
==> ./constraint.sdc <==
current_design bcd_adder

set clk_period 282.3
set clk_io_pct 0.2

create_clock -name clk0 -period $clk_period

set non_clock_inputs [all_inputs -no_clocks]
set_input_delay [expr $clk_period * $clk_io_pct] -clock clk0 $non_clock_inputs
set_output_delay [expr $clk_period * $clk_io_pct] -clock clk0 [all_outputs]
==> results.ini <==
[pwr]
p_sw_mw=0.119
leakagePower_nw=19.7
seqPwrFrac_pct=0
peakVddDrop_v=0.00000248
comb_power_share_pct=100.0
p_per_area_mw_per_mm2=5.26
switching_share_pct=51.1
clock_power_share_pct=0
internal-power_mw=0.114

[critical_path]
crit_start=a[0]
crit_fanout=5
crit_path_max_incr_delay_ps=570
cp_slowest_cell=fa_1
cp_data_arrival_time_ps=213670
cpMostUsedCell=fa_1
crit_path_end_kind=primary output
worstPathRequired_ps=225840
worstSetupStartpointType=input pin
critical_path_class=in -> out

[sta]
final.setup.worst_slack_ps=12170
max_slew_margin_pct=30.8
hold_viol=0
drv_slew=0
finalCritPeriodShare_pct=95.7
finalHoldWorstSlack_ps=114060
finalSetupViolCount=0
finalCriticalPeriod_ps=270130
rsz0062_at_grt=false
max_freq_mhz=3.70
tns_ps=0
worst_slew_pin_slew_ps=1010

[grt]
grt_pass1_vias=31176
grt_pass1_wl_um=249000
antenna_found_initial=113
overflow=0
track_usage_pct=16.0
grt_max_degree=7

[detailed_routing]
final_antenna_net_count=0
wirelength_um=185000
drc=0
wl_per_cell_um=24.8
viasPerCell=4.41
dr.first_iter.drc_count=1958
drt-pass1-iter-count=5
vias=32916

[cells_and_area]
seq_area_sq_um=0
clock_buffers=0
drive_gt1_share_pct=2.64
nFlopsAndLatches=0
postLayoutCoreUtil_pct=21.9
syn2layout_area_growth_pct=57.6

[synth]
ys_warn_count=1
ys_seq_share_pct=0
postSynthCellCount=3558
synth_cell_types=33
ys_chip_area_sq_mm=0.0282
netlist_area_sq_mm=0.0282
syn-mean-instance-area_sq_um=7.92
yosysCellCount=3558

[flow_run]
warnings=32
max_cap_viol_count=0

[floorplanning]
core_sq_mm=0.202
die-width_um=471
initCoreUtil_pct=13.9
ios=1202
rows=165
chipArea_sq_mm=0.222
die-height_um=471

[placement]
port_buffers=1202
gp_congestion=0.988
hpwl_um=175000
dpl_worst_slack_ps=1.71

[min_path]
worstHoldPathType=in -> out
hold_start=b[260]

[clocking]
ctsHoldBuffers=0

[outcome]
status=completed

## synthesized netlist by cell type (2+ instances only)
cell type,n,area [sq um]
a21oi_1,199,996
o21ai_0,68,340
or3_1,99,619
fa_1,200,4000
and4b_1,99,991
mux2i_1,199,1990
nand2b_1,180,1130
nand2_1,167,627
inv_1,496,1860
a22oi_1,84,631
nand3_1,2,10.0
a21boi_0,99,743
nand3b_1,228,1710
o22ai_1,99,619
a21o_1,201,1510
a41oi_1,98,858
ha_1,400,5000
nor2_1,199,747
a211oi_1,99,743
a31oi_1,2,12.5
o2bb2ai_1,33,289
or2b_1,16,120
a32oi_1,99,867
a22oi_2,16,200
xnor2_1,101,885
and3b_1,68,596
## cell families after synthesis
| group | count (synthesis) | share of synthesized area [%] |
|---|---|---|
| XOR/XNOR | 101 | 3.14 |
| AND/OR/NAND/NOR | 1061 | 23.3 |
| buffers and inverters | 496 | 6.61 |
| multiplexers | 199 | 7.07 |
| adder cells (fa/ha/maj) | 600 | 32.0 |
| AND-OR/OR-AND | 1101 | 27.9 |
## metrics by stage
| stage | area, sq um | cells | power, mW |
|---|---|---|---|
| after global routing | 44400 | 7447 | 0.259 |
| after floorplan | 28200 | 3558 | 0.103 |
| after global placement | 43600 | 7437 | 0.232 |
| final | 44400 | 7461 | 0.234 |
| after detailed placement | 43600 | 7437 | 0.232 |
| after CTS | 43600 | 7437 | 0.234 |
## critical path: cells and delay by family
family	cells	cell delay, ps
AND-OR/OR-AND	2	400
XOR/XNOR	96	26280
adder cells (fa/ha/maj)	299	93930
buffers and inverters	109	7740
multiplexers	100	21160
AND/OR/NAND/NOR	100	7360
## per-layer routing
layer	GRT usage (%)	wire length [um]
met3	7.96	22800
met4	2.16	2940
met5	0	354
met2	25.1	81800
met1	20.3	77300
## power by group through the flow
| stage | registers (mW) | logic (mW) | clock network, mW |
|---|---|---|---|
| 4_1_cts | 0 | 0.234 | 0 |
| 5_1_grt | 0 | 0.259 | 0.00000000490 |
| 6_report | 0 | 0.234 | 0.0000000118 |
## cell usage in the layout, fill, tap and decap left out, types with 99 or more instances in the layout
cell             netlist  layout
clkdlybuf4s50_1        0    1202
inv_1                496     496
nand3b_1             228     228
a21o_1               201     201
o22ai_1               99      99
nor2_1               199     199
nand2_1              167     167
nand2b_1             180     180
a21boi_0              99      99
ha_1                 400     400
and4b_1               99      99
fa_1                 200     200
a211oi_1              99      99
a32oi_1               99      99
or3_1                 99      99
a21oi_1              199     199
mux2i_1              199     186
## cell type report
type	count	area, sq um
Fill cell	22009	158000
Antenna cell	24	60.1
Inverter	496	1860
Tap cell	2672	3340
Timing Repair Buffer	1207	12100
Multi-Input combinational cell	3062	27100
## path summary, 6_finish.rpt
path	cells after the start	end	slack (ps)
setup / recovery	706	sum[398]	12170
hold / removal	5	sum[260]	114060
## timing repair
| item | 4_1_cts | 5_1_grt |
|---|---|---|
| buffers inserted | 0 | 0 |
| endpoints found under the setup margin | 2 | 35 |
| resized | 1 | 106 |
Power figures rest on the tool's default switching activity, not on a simulated workload.
